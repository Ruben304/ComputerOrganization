<file path="flow/config.mk">
export PLATFORM = sky130hd
export DESIGN_NAME = sixtyfour_bitadder
export DESIGN_NICKNAME = sixtyfour_bitadder
export VERILOG_FILES = /design/flow/design.v
export SDC_FILE = /design/flow/constraint.sdc
export NUM_CORES = 4
export LEC_CHECK = 1
export CORE_UTILIZATION = 40
</file>
<file path="flow/constraint.sdc">
current_design sixtyfour_bitadder

set clk_period 24.2
set clk_io_pct 0.2

create_clock -name clk0 -period $clk_period

set non_clock_inputs [all_inputs -no_clocks]
set_input_delay [expr $clk_period * $clk_io_pct] -clock clk0 $non_clock_inputs
set_output_delay [expr $clk_period * $clk_io_pct] -clock clk0 [all_outputs]
</file>
<file path="flow/design.v">
`timescale 1ns / 1ps
module AND_T_2(out, in1, in2);
input in1, in2;
output out;
and		#0		and1(out, in1, in2);
endmodule
`timescale 1ns / 1ps
module AND_T_3(out, in1, in2, in3);
input in1, in2, in3;
output out;
and		#0		and1(out, in1, in2, in3);
endmodule
`timescale 1ns / 1ns
module FA_str(c_out, sum, a, b, c_in);
input		a, b, c_in;  
output	c_out, sum;  
wire		not_a, not_b, not_c;
wire		and1_out, and2_out, and3_out, and4_out, and5_out, and6_out, and7_out;
not	   not1		(not_a, a);
not	   not2		(not_b, b);
not	   not3		(not_c, c_in);
AND_T_3		and1		(and1_out, a, not_b, not_c);
AND_T_3		and2		(and2_out, not_a, b, not_c);
AND_T_3		and3		(and3_out, not_a, not_b, c_in);
AND_T_3		and4		(and4_out, a, b, c_in);
OR_T_4		or1		(sum, and1_out, and2_out, and3_out, and4_out);
AND_T_2		and5		(and5_out, a, c_in);
AND_T_2		and6		(and6_out, b, c_in);
AND_T_2		and7		(and7_out, a, b);
OR_T_3		or2		(c_out, and5_out, and6_out, and7_out);
endmodule
`timescale 1ns / 1ps
module OR_T_3(out, in1, in2, in3);
input in1, in2, in3;
output out;
or		#0		or1 (out, in1, in2, in3);
endmodule
`timescale 1ns / 1ps
module OR_T_4(out, in1, in2, in3, in4);
input in1, in2, in3, in4;
output out;
or		#0		or1 (out, in1, in2, in3, in4);
endmodule
`timescale 1ns / 1ps
module four_bitadder(a, b, c_in, c_out, sum);
    input [3:0] a;
    input [3:0] b;
    input c_in;
    output c_out;
    output [3:0] sum;
    wire fa1_out, fa2_out, fa3_out;
    FA_str FA1(fa1_out, sum[0], a[0], b[0], c_in);
    FA_str FA2(fa2_out, sum[1], a[1], b[1], fa1_out);
    FA_str FA3(fa3_out, sum[2], a[2], b[2], fa2_out);
    FA_str FA4(c_out, sum[3], a[3], b[3], fa3_out);
endmodule
`timescale 1ns / 1ps
module sixteen_bitadder(a, b, c_in, c_out, sum);
    input [15:0] a;
    input [15:0] b;
    input c_in;
    output c_out;
    output [15:0] sum;
    wire fa1_out, fa2_out, fa3_out;
    four_bitadder FFA1(.c_out(fa1_out), .sum(sum[3:0]), .a(a[3:0]), .b(b[3:0]), .c_in(c_in));
    four_bitadder FFA2(.c_out(fa2_out), .sum(sum[7:4]), .a(a[7:4]), .b(b[7:4]), .c_in(fa1_out));
    four_bitadder FFA3(.c_out(fa3_out), .sum(sum[11:8]), .a(a[11:8]), .b(b[11:8]), .c_in(fa2_out));
    four_bitadder FFA4(.c_out(c_out), .sum(sum[15:12]), .a(a[15:12]), .b(b[15:12]), .c_in(fa3_out));
endmodule
`timescale 1ns / 1ps
module sixtyfour_bitadder(a, b, c_in, c_out, sum);
    input [63:0] a;
    input [63:0] b;
    input c_in;
    output c_out;
    output [63:0] sum;
    wire fa1_out;
    thirtytwo_bitadder SFA1(.c_out(fa1_out), .sum(sum[31:0]), .a(a[31:0]), .b(b[31:0]), .c_in(c_in));
    thirtytwo_bitadder SFA2(.c_out(c_out), .sum(sum[63:32]), .a(a[63:32]), .b(b[63:32]), .c_in(fa1_out));
endmodule
`timescale 1ns / 1ps
module thirtytwo_bitadder(a, b, c_in, c_out, sum);
    input [31:0] a;
    input [31:0] b;
    input c_in;
    output c_out;
    output [31:0] sum;
    wire fa1_out;
    sixteen_bitadder SFA1(.c_out(fa1_out), .sum(sum[15:0]), .a(a[15:0]), .b(b[15:0]), .c_in(c_in));
    sixteen_bitadder SFA2(.c_out(c_out), .sum(sum[31:16]), .a(a[31:16]), .b(b[31:16]), .c_in(fa1_out));
endmodule
</file>
<file path="flow/run.sh">
#!/bin/bash
# OpenROAD 26Q1-2900-gdf79404cd8, Yosys 0.63+post, stock flow scripts
make -C /OpenROAD-flow-scripts/flow DESIGN_CONFIG=/design/flow/config.mk WORK_HOME=/design/flow/orfs finish
</file>
==> flow_results.org <==
#+TITLE: Physical design notes

** Synth
- Unique cell types :: 5
- The synth_stat.txt file lists the number of cells as about 130.
- Number of instances in the synthesized netlist :: around 130
- Most area-consuming cells after synthesis :: fa_1 (70%), buf_4 (27%), xor3_1 (1.3%)
- Synth Seq Share :: 0%
- The cell area that synthesis handed to floorplanning was between 0.0015 and 0.002 mm2.
- Summed over its instances, the top area cell type makes up 70.29% of the synthesized netlist area.
- For this run, the number of Yosys warnings is 0.
- Sorting the Yosys area breakdown by cell type puts at the top fa_1.
- Post-synthesis, Yosys gives the total cell area as about 0.0018 mm2.
- Syn_area_per_cell :: about 13 um2

** Status
- Outcome :: aborted with a tool error
- The tool reported: "[ERROR DPL-0036] Detailed placement failed".
- The flow halted during detailed placement (3_5_place_dp).

** Placement
- The buffer_ports step reported a buffer count of between 150 and 200.
- RD Place Congestion :: 0.8518

** Die
- In this run the horizontal extent of the chip is about 69 um.
- At the floorplan stage, the core utilization is reported as approximately 43%.
- 194 I/O pins were placed.
- The initialized floorplan defines 23 standard-cell rows.
- Measured along the y axis, the die boundary spans between 60 and 70 um.
## kinds of logic after synthesis
family / synth area share (%)
buffers and inverters: 27.82
adders and majority gates: 70.85
xor gates and xnor gates: 1.325
## Yosys cell counts
library cell,number
buf_4,64
fa_1,63
inv_1,5
maj3_1,1
xor3_1,1
## through the flow
step	setup TNS (ns)	cell area (um2)
global placement	-123.74	3493
floorplan	-90.99	1973
