--- design.v ---
`timescale 1ns / 1ps
module AND_T_2(out, in1, in2);
input in1, in2;
output out;
and		#0		and1(out, in1, in2);
endmodule
`timescale 1ns / 1ps
module AND_T_3(out, in1, in2, in3);
input in1, in2, in3;
output out;
and		#0		and1(out, in1, in2, in3);
endmodule
`timescale 1ns / 1ns
module FA_str(c_out, sum, a, b, c_in);
input		a, b, c_in;  
output	c_out, sum;  
wire		not_a, not_b, not_c;
wire		and1_out, and2_out, and3_out, and4_out, and5_out, and6_out, and7_out;
not	   not1		(not_a, a);
not	   not2		(not_b, b);
not	   not3		(not_c, c_in);
AND_T_3		and1		(and1_out, a, not_b, not_c);
AND_T_3		and2		(and2_out, not_a, b, not_c);
AND_T_3		and3		(and3_out, not_a, not_b, c_in);
AND_T_3		and4		(and4_out, a, b, c_in);
OR_T_4		or1		(sum, and1_out, and2_out, and3_out, and4_out);
AND_T_2		and5		(and5_out, a, c_in);
AND_T_2		and6		(and6_out, b, c_in);
AND_T_2		and7		(and7_out, a, b);
OR_T_3		or2		(c_out, and5_out, and6_out, and7_out);
endmodule
`timescale 1ns / 1ps
module OR_T_3(out, in1, in2, in3);
input in1, in2, in3;
output out;
or		#0		or1 (out, in1, in2, in3);
endmodule
`timescale 1ns / 1ps
module OR_T_4(out, in1, in2, in3, in4);
input in1, in2, in3, in4;
output out;
or		#0		or1 (out, in1, in2, in3, in4);
endmodule
`timescale 1ns / 1ps
module carryselect_adder(a, b, c_in, c_out, sum);
input [63:0] a;
input [63:0] b;
input c_in;
output c_out;
output [63:0] sum;
wire [31:0] tt1_sum, tt2_sum;
wire input_out, tt1_out, tt2_out;
thirtytwo_bitadder TTB1 (.c_out(input_out), .sum(sum[31:0]), .a(a[31:0]), .b(b[31:0]), .c_in(c_in));
thirtytwo_bitadder TTB2 (.c_out(tt1_out), .sum(tt1_sum[31:0]), .a(a[31:0]), .b(b[31:0]), .c_in(0));
thirtytwo_bitadder TTB3 (.c_out(tt2_out), .sum(tt1_sum[31:0]), .a(a[31:0]), .b(b[31:0]), .c_in(1));
mux_32_1 mux32(.out(c_out), .sum(sum[63:32]), .a(tt1_sum[31:0]), .b(tt2_sum[31:0]), .select(input_out), .c1_in(tt1_out), .c2_in(tt2_out));
endmodule
`timescale 1ns / 1ps
module four_bitadder(a, b, c_in, c_out, sum);
    input [3:0] a;
    input [3:0] b;
    input c_in;
    output c_out;
    output [3:0] sum;
    wire fa1_out, fa2_out, fa3_out;
    FA_str FA1(fa1_out, sum[0], a[0], b[0], c_in);
    FA_str FA2(fa2_out, sum[1], a[1], b[1], fa1_out);
    FA_str FA3(fa3_out, sum[2], a[2], b[2], fa2_out);
    FA_str FA4(c_out, sum[3], a[3], b[3], fa3_out);
endmodule
`timescale 1ns / 1ps
module mux_32_1(a,b,c1_in,c2_in,select,out,sum);
    input [31:0] a;
    input [31:0] b;
    input c1_in;
    input c2_in;
    input select;
    output reg [31:0] sum;
    output reg out;
    always @(*) begin 
        if (select) begin 
                out = c1_in;
                sum = a;
             end
         else begin
                out = c2_in;
                sum = b;
             end
    end  
endmodule
`timescale 1ns / 1ps
module sixteen_bitadder(a, b, c_in, c_out, sum);
    input [15:0] a;
    input [15:0] b;
    input c_in;
    output c_out;
    output [15:0] sum;
    wire fa1_out, fa2_out, fa3_out;
    four_bitadder FFA1(.c_out(fa1_out), .sum(sum[3:0]), .a(a[3:0]), .b(b[3:0]), .c_in(c_in));
    four_bitadder FFA2(.c_out(fa2_out), .sum(sum[7:4]), .a(a[7:4]), .b(b[7:4]), .c_in(fa1_out));
    four_bitadder FFA3(.c_out(fa3_out), .sum(sum[11:8]), .a(a[11:8]), .b(b[11:8]), .c_in(fa2_out));
    four_bitadder FFA4(.c_out(c_out), .sum(sum[15:12]), .a(a[15:12]), .b(b[15:12]), .c_in(fa3_out));
endmodule
`timescale 1ns / 1ps
module thirtytwo_bitadder(a, b, c_in, c_out, sum);
    input [31:0] a;
    input [31:0] b;
    input c_in;
    output c_out;
    output [31:0] sum;
    wire fa1_out;
    sixteen_bitadder SFA1(.c_out(fa1_out), .sum(sum[15:0]), .a(a[15:0]), .b(b[15:0]), .c_in(c_in));
    sixteen_bitadder SFA2(.c_out(c_out), .sum(sum[31:16]), .a(a[31:16]), .b(b[31:16]), .c_in(fa1_out));
endmodule
--- run.sh ---
#!/bin/bash
# OpenROAD 26Q1-2900-gdf79404cd8, Yosys 0.63+post, stock flow scripts
make -C /OpenROAD-flow-scripts/flow DESIGN_CONFIG=/design/flow/config.mk WORK_HOME=/design/flow/orfs finish
--- config.mk ---
export PLATFORM = sky130hd
export DESIGN_NAME = carryselect_adder
export DESIGN_NICKNAME = carryselect_adder
export VERILOG_FILES = /design/flow/design.v
export SDC_FILE = /design/flow/constraint.sdc
export NUM_CORES = 4
export LEC_CHECK = 1
export CORE_AREA = 10 10 114 114
export DIE_AREA = 0 0 124 124
--- constraint.sdc ---
current_design carryselect_adder

set clk_period 7.3
set clk_io_pct 0.2

create_clock -name clk0 -period $clk_period

set non_clock_inputs [all_inputs -no_clocks]
set_input_delay [expr $clk_period * $clk_io_pct] -clock clk0 $non_clock_inputs
set_output_delay [expr $clk_period * $clk_io_pct] -clock clk0 [all_outputs]
==> impl_metrics.yaml <==
# flow metrics
floorplan:
  dieArea_sq_um: 15400
  core-area_sq_um: 10400
  ioPinCount: 194
  dieHeight_microns: 124
  placementRows: 37
  die_w_microns: 124
  fp_util: 0.215
global_routing:
  grt_usage: 0.0892
  grt_pass1_vias: 2099
  grt_max_degree: 6
  overflow: 0
  grt_pass1_wl_mm: 10.8
  antenna_found_initial: 0
final_timing:
  worst_pin_slew_ns: 0.437
  min_period_over_period: 2.00
  finalSetupViolCount: 42
  hold_violations: 0
  period_needed_ns: 14.58
  setup_slack_ns: -7.28
  slew_headroom: 0.707
  fin_tns_setup_ns: -154.83
  maxSlewViolCount: 0
  rsz0062_at_grt: "yes"
  max_freq_ghz: 0.0686
placement:
  place_ws_ns: -8.23
  port-buffer-count: 130
  dpl_cell_area_sq_um: 3760
  hpwl_mm: 6.62
  gp_congestion: 0.806
logic_synthesis:
  synth.logic.top_family: "adder cells"
  synth_area_sq_um: 2240
  yosys_cells: 209
  seq_area_frac_synth: 0
  yosysChipArea_sq_um: 2240
  synth-adder-area-share: 0.572
  synth-simple-area-share: 0.0531
  top_cell_area_share: 0.546
  yosys-top-cells-count: "buf_4, fa_1, o22ai_1"
  synth_xor_xnor_area_share: 0.0117
  netlist_instances: 209
  yosysTopAreaCell: "fa_1"
  avgSynthCellArea_sq_um: 10.7
  ys_sh_aoi: 0.135
  synth.distinct_cells: 32
  synthMuxAreaShare: 0
  yosysWarningCount: 67
  most_common_cell: "buf_4"
  area_leaders: "fa_1, buf_4, o22ai_1, a22oi_1, a211oi_1"
critical_path:
  critical-path-slowest-cell: "fa_2"
  cp_common_cell: "fa_2"
  critPathMaxFanout: 4
  crit_cells: 39
  cp.arrival_ns: 13.12
  cp.buffers_inverters: 4
  cp_slowest_stage_delay_ns: 0.39
  start_kind: "input pin"
  path_class: "in2out"
  path_delay_family: "adder cells"
  crit_required_ns: 5.84
  critPathCaptureType: "primary output"
pwr:
  p_leak_nw: 1.38
  p_int_uw: 182
  netSwitchingFraction: 0.374
  peakVddDrop_mv: 0.0307
  p_per_area_nw_per_um2: 80.4
  p_total_uw: 292
  p_comb_frac: 1.000
  power.switching_uw: 109
  power_frac_clock: 0
  p_seq_frac: 0
layout:
  flops: 0
  layout-drive-gt1-share: 0.522
  flop_area_sq_um: 0
  n_fill_cell: 1029
  n_clock_buffer: 0
  area_growth_pct: 62.1
  design_area_sq_um: 3630
  comb_area_sq_um: 1900
route:
  wl_per_cell_microns: 15.1
  drt_iter0_drc: 52
  ant_nets: 0
  dr.pass1.iters: 4
  route.vias.total: 1844
  drc: 0
  num_antenna_cells: 0
  wirelength_mm: 6.95
  vias_per_cell: 4.01
run_status:
  status: "complete, but fails checks"
  violations: "setup timing"
job:
  cap_violations: 0
  warning_count: 102
min_path:
  hold_depth: 5
  hold_class: "in2out"
clock_network:
  cts_hold_buf: 0
## layer usage
| layer | vias up | GRT usage | part of all wire |
|---|---|---|---|
| li1 | 883 | - | - |
| met1 | 899 | 0.108 | 0.37 |
| met2 | 62 | 0.170 | 0.55 |
| met3 | 0 | 0.0188 | 0.084 |
| met4 | 0 | 0 | 0 |
| met5 | - | 0 | 0 |
## kinds of logic (layout without fill, tap and decap cells)
kind of cell             Yosys count  count (layout)
XOR/XNOR                           3               3
AND-OR/OR-AND                     43              43
buffers and inverters             72             187
adder cells (fa/ha/maj)           66              66
AND/OR/NAND/NOR                   25              25
## layout by cell type, fill, tap and decap left out, types with 2 or more instances in the layout
| cell | synthesis | routed |
|---|---|---|
| ha_1 | 3 | 2 |
| a21oi_1 | 2 | 2 |
| clkbuf_2 | 0 | 7 |
| buf_6 | 0 | 8 |
| o211ai_1 | 3 | 3 |
| buf_4 | 64 | 46 |
| inv_2 | 0 | 3 |
| o21ai_0 | 6 | 4 |
| a22oi_1 | 8 | 8 |
| dlymetal6s2s_1 | 0 | 2 |
| fa_2 | 0 | 61 |
| inv_1 | 8 | 3 |
| clkdlybuf4s50_1 | 0 | 80 |
| maj3_2 | 1 | 2 |
| o22ai_1 | 10 | 10 |
| nor3_1 | 3 | 3 |
| a211oi_1 | 5 | 5 |
| a31oi_1 | 2 | 2 |
| nor2_1 | 8 | 8 |
| xnor2_1 | 3 | 2 |
| nand2_1 | 6 | 6 |
| buf_2 | 0 | 33 |
## final timing paths
check             startpoint      end
hold / removal          b[0]  sum[32]
setup / recovery        a[0]    c_out
## repair_timing
| item | in CTS | in global routing |
|---|---|---|
| endpoints found under the setup margin | 47 | 44 |
| gates resized | 155 | 22 |
| pin swaps | 1 | 0 |
| hold endpoints to repair | 0 | 0 |
| buffers inserted | 1 | 0 |
## per-stage QoR
| stage | util | hold slack (ns) | instances |
|---|---|---|---|
| finish | 0.348 | 3.62 | 460 |
| global route | 0.348 | 3.66 | 460 |
| CTS | 0.348 | 3.62 | 460 |
| detailed placement | 0.361 | 4.03 | 459 |
| global placement | 0.361 | 4.03 | 459 |
| floorplan | - | 3.11 | 209 |
## power by group through the flow
| stage | registers (mW) | logic [mW] | clock network (mW) |
|---|---|---|---|
| global route | 0 | 0.333 | 0 |
| finish | 0 | 0.292 | 0 |
| CTS | 0 | 0.306 | 0 |
## area by class of cell
cell class         count  area share
multi-input cells    137       0.525
repair buffers       179       0.414
well taps            136      0.0469
inverters              8      0.0138
Power figures rest on the tool's default switching activity, not on a simulated workload.
